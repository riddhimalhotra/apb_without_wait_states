==> /design/flow/design.v <==
module apb_m
  (
    input pclk,
    input presetn,
    input [3:0] addrin,
    input [7:0] datain,
    input wr,
    input newd,
    input [7:0] prdata,
    input pready,
    output reg psel,
    output reg penable,
    output reg [3:0] paddr,
    output reg [7:0] pwdata,
    output reg pwrite,
    output  [7:0] dataout
  );
  localparam [1:0] idle = 0, setup = 1, enable = 2;
  reg [1:0] state, nstate;
  always@(posedge pclk,negedge presetn)
    begin
      if(presetn == 1'b0)
          state <= idle;
      else
          state <= nstate;
    end
  always@(*)
    begin
      case(state)
        idle:
          begin
          if (newd == 1'b0)
             nstate = idle;
          else
             nstate = setup;
          end
        setup:
          begin
           nstate = enable; 
          end
        enable:
          begin
            if(newd == 1'b1 )
               begin
                 if(pready == 1'b1)
                    nstate = setup;
                 else
                    nstate = enable;
               end
           else
               begin
                 nstate = idle;
               end
          end
        default : nstate = idle; 
      endcase
    end
always@(posedge pclk, negedge presetn)
    begin
        if(presetn == 1'b0)
            begin
              psel <= 1'b0;
            end
         else if (nstate == idle)
            begin
              psel <= 1'b0;
            end
         else if (nstate == enable || nstate == setup)
            begin
             psel <= 1'b1;
            end
         else 
            begin
             psel <= 1'b0;
            end     
    end
 always@(posedge pclk, negedge presetn)
     begin
        if(presetn == 1'b0)
          begin
          penable <= 1'b0;
          paddr   <= 4'h0;
          pwdata  <= 8'h00;
          pwrite  <= 1'b0;
          end
        else if (nstate == idle)
          begin
          penable <= 1'b0;
          paddr   <= 4'h0;
          pwdata  <= 8'h00;
          pwrite  <= 1'b0;
          end
        else if (nstate == setup)
          begin
            penable <= 1'b0;
            paddr   <= addrin;
            pwrite  <= wr;
             if(wr == 1'b1)
                  begin
                  pwdata <= datain;
                  end
             end
        else if (nstate == enable)
            begin
                penable <= 1'b1;
            end
     end
 assign dataout = (psel == 1'b1 &&  penable == 1'b1 && wr == 1'b0) ? prdata : 8'h00;
endmodule
module apb_s
(
    input  pclk,
    input  presetn,
    input [3:0] paddr,
    input psel,
    input penable,
    input [7:0] pwdata,
    input pwrite,
    output reg [7:0] prdata,
    output reg pready
);
  localparam [1:0] idle = 0, write = 1, read = 2;
  reg [7:0] mem[16];
  reg [1:0] state, nstate;
  always@(posedge pclk, negedge presetn)
    begin
      if(presetn == 1'b0)
          state <= idle;
      else
          state <= nstate;
    end
  always@(*)
    begin
    case(state)
     idle:
     begin
        prdata = 8'h00;
        pready = 1'b0;
            if(psel == 1'b1 && pwrite == 1'b1)  
                nstate = write;
            else if (psel == 1'b1 && pwrite == 1'b0)
                nstate = read;
            else
                nstate = idle;      
     end
     write:
     begin
        if(psel == 1'b1 && penable == 1'b1)
            begin
                 pready = 1'b1;
                 mem[paddr]  = pwdata;
                 nstate      = idle;
            end
        else
            begin
            nstate      = idle;
            end
     end
    read:
     begin
        if(psel == 1'b1 && penable == 1'b1 )
            begin
                 pready = 1'b1;
                 prdata = mem[paddr];
                 nstate      = idle;
                end
        else
            begin
            nstate      = idle;
            end
     end
    default : nstate = idle; 
    endcase
    end
endmodule
`timescale 1ns/1ps
module top(
input clk,rstn,wr,newd,
input [3:0] ain,
input [7:0] din,
output [7:0] dout
);
wire psel, penable, pready, pwrite;
wire [7:0] prdata, pwdata;
wire [3:0] paddr;
apb_m m1 (
        .pclk(clk),
        .presetn(rstn),
        .addrin(ain),
        .datain(din),
        .wr(wr),
        .newd(newd),
        .prdata(prdata),
        .pready(pready),
        .psel(psel),
        .penable(penable),
        .paddr(paddr),
        .pwdata(pwdata),
        .pwrite(pwrite),
        .dataout(dout)
    );
    apb_s s1 (
        .pclk(clk),
        .presetn(rstn),
        .paddr(paddr),
        .psel(psel),
        .penable(penable),
        .pwdata(pwdata),
        .pwrite(pwrite),
        .prdata(prdata),
        .pready(pready)
    );
endmodule
==> /design/flow/run.sh <==
#!/bin/bash
# OpenROAD 26Q1-2900-gdf79404cd8, Yosys 0.63+post, stock flow scripts
make -C /OpenROAD-flow-scripts/flow DESIGN_CONFIG=/design/flow/config.mk WORK_HOME=/design/flow/orfs finish
==> /design/flow/config.mk <==
export PLATFORM = sky130hd
export DESIGN_NAME = top
export DESIGN_NICKNAME = top
export VERILOG_FILES = /design/flow/design.v
export SDC_FILE = /design/flow/constraint.sdc
export NUM_CORES = 4
export LEC_CHECK = 1
export CORE_UTILIZATION = 50
==> /design/flow/constraint.sdc <==
current_design top

set clk_period 2.6
set clk_io_pct 0.2

create_clock -name clk0 -period $clk_period [get_ports {clk}]

set non_clock_inputs [all_inputs -no_clocks]
set_input_delay [expr $clk_period * $clk_io_pct] -clock clk0 $non_clock_inputs
set_output_delay [expr $clk_period * $clk_io_pct] -clock clk0 [all_outputs]
==> impl_metrics.ini <==
; physical design summary
[status]
status = complete, no violations

[cells_and_area]
syn2layout_area_growth_pct = 6.97
post-route-util_pct = 56.2
drive_gt1_share_pct = 8.11
layout_top_cell = dlxtn_1
design_area_um2 = 4710
final_cells = 549
final_cell_mix = 137 x dlxtn_1, 47 x nand2_1, 23 x clkdlybuf4s50_1

[floorplan]
dieArea_um2 = 9180
die_w_um = 95.8
core_um2 = 8380
io_pins = 24
core.rowCount = 33
die_h_um = 95.8
initial_utilization_pct = 52.5

[place]
port_buffers = 23
routabilityCongestion = 0.826
dpl_cell_area_um2 = 4660
post-place-cells = 545
dp_hpwl_um = 6700

[final_timing]
slew_violations = 0
rsz0062_at_grt = no
hold_viol_final = 0
skew_ps = 3.63
unclocked_pins = 137
max_freq_mhz = 428
period_needed_ps = 2340
untimed_endpoints = 137
slew_headroom_pct = 38.3
worst_pin_slew_ps = 922
fin_tns_setup_ps = 0
finalSetupViolCount = 0
finalClockPeriodUsage_pct = 89.9

[clock_network]
postCtsHoldBufs = 0
root_buffer = clkbuf_8
cts_tree = done
clkTransAtPathRegs_ps = 80
postCtsSetupBuffers = 0
cts_resized = 0
insertion_delay_ps = 250
ctsHtreeMaxLevel = 1
cts_made_buffers = 3
clockBufferDepth = 2

[logic_synthesis]
ys_types = 49
yosysWarnings = 3
numSynthFlops = 158
synth_chip_area_um2 = 4400
synth-async-reset-ratio_pct = 13.3
ys_cells = 435
postSynthAreaPerCell_um2 = 10.1
syn-instance-count = 435
synthFlopType = dlxtn_1
syn-cell-area_um2 = 4400
edf_count = 0

[flow_run]
warnings = 27
drv_cap = 0

[setup_path]
start_kind = input pin
cp-end-kind = output port
crit_type = in2out
required_ps = 2080
cp_max_fo = 8
crit_arrival_ps = 1820

[route]
drc = 0
wl_per_cell_um = 17.5
totalWireLength_um = 9590
dr.first_iter.drc_count = 182
vias = 3079
drtAntennaViolNets = 0
dr.pass1.iters = 5
routed_via_density = 5.61
n_antenna_cell = 0

[power]
p_sw_share_pct = 28.3
power_frac_comb_pct = 19.6
power.internal_uw = 565
power_frac_clock_pct = 26.3
p_switching_uw = 223
p_seq_share_pct = 54.1
power.leakage_uw = 0.00184
irDropWorstVdd_uv = 306
power.density_nw_per_um2 = 167

[global_route]
grtUsageTotal_pct = 23.4
grt_max_degree = 48
antenna_found_initial = 0
first_global_vias = 2731
overflow = 0
grt_pass1_wl_um = 15200

[hold_path]
hp-class = reg2reg
state kept, by name, summed over array words and instances, names as in the netlist:
signal and cells:
m1.psel 1, s1.mem 128, m1.pwdata 8, s1.prdata 8, m1.paddr 4, m1.pwrite 1, s1.pready 1, m1.penable 1
s1.state 3, m1.state 3
critical path: stages:
cell	delay, ps
clkdlybuf4s50_1	430
nor2_1	120
buf_4	170
and2_1	130
clkdlybuf4s50_1	440
power groups by stage:
stage	Clock, µW	Sequential [µW]	Combinational, µW
5_1_grt	229	433	173
4_1_cts	213	427	156
6_report	207	426	155
cell usage after synthesis, types with 2 or more instances:
cell | number | area share, %
nor2b_1 | 3 | 0.43
nand2_1 | 47 | 4.0
mux2i_1 | 13 | 3.0
a22oi_1 | 6 | 1.0
dfstp_2 | 2 | 1.2
nand3b_1 | 3 | 0.51
or3b_2 | 7 | 1.4
ha_1 | 3 | 0.85
and2b_1 | 2 | 0.34
dfrtp_1 | 19 | 11
dlxtn_1 | 137 | 47
a22o_1 | 8 | 1.6
nand3_1 | 18 | 2.0
o21ai_0 | 10 | 1.1
and3_1 | 2 | 0.28
a32o_1 | 6 | 1.4
o32ai_1 | 2 | 0.40
a2111oi_2 | 5 | 1.7
a221oi_1 | 13 | 2.6
inv_1 | 14 | 1.2
buf_4 | 7 | 1.2
a31oi_1 | 9 | 1.3
nand2b_1 | 3 | 0.43
buf_2 | 9 | 1.0
a211o_1 | 5 | 1.0
nor2_1 | 16 | 1.4
mux4_2 | 2 | 1.0
buf_6 | 4 | 1.0
mux2_2 | 2 | 0.51
a311oi_1 | 2 | 0.40
o2bb2ai_1 | 5 | 1.0
clkbuf_1 | 7 | 0.60
and2_1 | 10 | 1.4
a21oi_1 | 19 | 2.2
final timing paths:
path                             startpoint           to  slack [ps]  cells past startpoint
worst max-delay path                     wr      dout[0]         260                      5
worst min-delay path              m1.pwrite  s1.state[1]         450                      1
worst max register to register  m1.state[0]  m1.paddr[0]         940                      7
worst min register to register    m1.pwrite  s1.state[1]         450                      1
max in group asynchronous              rstn  s1.state[0]        1740                      2
min in group asynchronous              rstn  m1.paddr[3]         590                      2
per-layer routing:
metal	track usage [%]	part of all wire, %	up-vias
met2	35.3	45	73
li1	-	-	1539
met3	3.37	5.1	4
met5	0	0	-
met1	39.8	49	1463
met4	1.49	0.49	0
kinds of logic (layout without fill, tap and decap cells):
group / after synthesis / after routing / synth area share [%]
multiplexers: 17 / 17 / 4.49
AND-OR/OR-AND: 94 / 94 / 16.4
AND/OR/NAND/NOR: 122 / 122 / 14.5
latches: 137 / 137 / 46.8
adder cells (fa/ha/maj): 3 / 3 / 0.853
buffers and inverters: 41 / 50 / 5.03
flip-flops: 21 / 21 / 12.0
final cells by class:
type	count	area, µm²
Clock buffer	3	41.3
Multi-Input combinational cell	236	1590
Clock inverter	1	5.00
Timing Repair Buffer	32	298
Fill cell	746	3670
Inverter	14	52.6
Tap cell	105	131
Sequential cell	158	2580
through the flow:
| step | total power, µW | setup slack [ps] | hold WS [ps] |
|---|---|---|---|
| finish | 788 | 263 | 448 |
| global route | 834 | 142 | 461 |
| CTS | 796 | 240 | 452 |
| detailed placement | 589 | 243 | 437 |
| global placement | 586 | 241 | 435 |
| floorplan | 516 | 787 | 224 |
Power and IR drop assume default switching activity.
